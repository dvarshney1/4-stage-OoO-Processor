File: ./design.v
package pcmux;
typedef enum bit [1:0] {
    pc_plus4  = 2'b00
    ,alu_out  = 2'b01
    ,alu_mod2 = 2'b10
} pcmux_sel_t;
endpackage
package marmux;
typedef enum bit {
    pc_out = 1'b0
    ,alu_out = 1'b1
} marmux_sel_t;
endpackage
package cmpmux;
typedef enum bit {
    rs2_out = 1'b0
    ,i_imm = 1'b1
} cmpmux_sel_t;
endpackage
package alumux;
typedef enum bit {
    rs1_out = 1'b0
    ,pc_out = 1'b1
} alumux1_sel_t;
typedef enum bit [2:0] {
    i_imm    = 3'b000
    ,u_imm   = 3'b001
    ,b_imm   = 3'b010
    ,s_imm   = 3'b011
    ,j_imm   = 3'b100
    ,rs2_out = 3'b101
} alumux2_sel_t;
endpackage
package regfilemux;
typedef enum bit [3:0] {
    alu_out   = 4'b0000
    ,br_en    = 4'b0001
    ,u_imm    = 4'b0010
    ,lw       = 4'b0011
    ,pc_plus4 = 4'b0100
    ,lb        = 4'b0101
    ,lbu       = 4'b0110   
    ,lh        = 4'b0111
    ,lhu       = 4'b1000   
} regfilemux_sel_t;
endpackage
interface rvfi_itf(input clk, input rst);
    logic halt;
    logic commit;
    logic [63:0] order;
    logic [31:0] inst;
    logic trap;
    logic [4:0] rs1_addr;
    logic [4:0] rs2_addr;
    logic [31:0] rs1_rdata;
    logic [31:0] rs2_rdata;
    logic load_regfile;
    logic [4:0] rd_addr;
    logic [31:0] rd_wdata;
    logic [31:0] pc_rdata;
    logic [31:0] pc_wdata;
    logic [31:0] mem_addr;
    logic [3:0] mem_rmask;
    logic [3:0] mem_wmask;
    logic [31:0] mem_rdata;
    logic [31:0] mem_wdata;
    logic [15:0] errcode;
endinterface
module cacheline_adaptor
(
    input clk,
    input rst,
    input logic [255:0] line_i,
    output logic [255:0] line_o,
    input logic [31:0] address_i,
    input read_i,
    input write_i,
    output logic resp_o,
    input logic [63:0] burst_i,
    output logic [63:0] burst_o,
    output logic [31:0] address_o,
    output logic read_o,
    output logic write_o,
    input resp_i
);
enum logic [3:0]{RS,WS,R1,R2,R3,R4,W1,W2,W3,W4,RF,WF} StateR, StateW, NextStateR, NextStateW;
logic [255:0] Line, NextLine;
always_ff @ ( posedge clk) begin
  if (rst) begin
    StateR <= RS;
    StateW <= WS;
    Line <= 256'b0;
  end
  else begin
    StateR <= NextStateR;
    StateW <= NextStateW;
    Line <= NextLine;
  end
end
always_comb begin
  NextStateR = StateR;
  NextStateW = StateW;
  NextLine = Line;
  burst_o = 64'b0;
  resp_o = 0;
  read_o = 0;
  write_o = 0;
  unique case (StateR)
    RS: begin
        if(read_i)  NextStateR = R1;
        end
    R1: begin
        read_o = 1;
        if(resp_i) begin
          NextStateR = R2;
          NextLine[63:0] = burst_i;
        end
    end
    R2: begin
        read_o = 1;
        if(resp_i) begin
          NextStateR = R3;
          NextLine[127:64] = burst_i;
        end
    end
    R3:begin
      read_o = 1;
      if(resp_i) begin
        NextStateR = R4;
        NextLine[191:128] = burst_i;
      end
    end
    R4: begin
        read_o =1;
        if(resp_i) begin
          NextStateR = RF;
          NextLine[255:192] = burst_i;
        end
      end
    RF: begin
        resp_o = 1;
        NextStateR = RS;
        end
    default: ;
  endcase
  unique case (StateW)
    WS: begin
        if(write_i) NextStateW = W1;
        end
    W1: begin
        write_o = 1;
        if(resp_i) begin
          NextStateW = W2;
          burst_o = line_i[63:0];
        end
    end
    W2: begin
        write_o = 1;
        if(resp_i) begin
          NextStateW = W3;
          burst_o = line_i[127:64];
        end
    end
    W3:begin
      write_o = 1;
      if(resp_i) begin
        NextStateW = W4;
        burst_o = line_i[191:128];
      end
    end
    W4: begin
        write_o = 1;
        if(resp_i) begin
          NextStateW = WF;
          burst_o = line_i[255:192];
        end
    end
    WF: begin
      NextStateW = WS;
      resp_o = 1;
    end
    default: ;
  endcase
end
assign address_o = address_i;
assign line_o = Line;
endmodule : cacheline_adaptor
File: ./config.mk
export PLATFORM = sky130hd
export DESIGN_NAME = cacheline_adaptor
export DESIGN_NICKNAME = cacheline_adaptor
export VERILOG_FILES = /design/flow/design.v
export SDC_FILE = /design/flow/constraint.sdc
export NUM_CORES = 4
export LEC_CHECK = 1
export CORE_AREA = 10 10 294 294
export DIE_AREA = 0 0 304 304
File: ./constraint.sdc
current_design cacheline_adaptor

set clk_period 4.9
set clk_io_pct 0.2

create_clock -name clk0 -period $clk_period [get_ports {clk}]

set non_clock_inputs [all_inputs -no_clocks]
set_input_delay [expr $clk_period * $clk_io_pct] -clock clk0 $non_clock_inputs
set_output_delay [expr $clk_period * $clk_io_pct] -clock clk0 [all_outputs]
File: ./run.sh
#!/bin/bash
# OpenROAD 26Q1-2900-gdf79404cd8, Yosys 0.63+post, stock flow scripts
make -C /OpenROAD-flow-scripts/flow DESIGN_CONFIG=/design/flow/config.mk WORK_HOME=/design/flow/orfs finish
==> impl_metrics.env <==
# source this file to load flow results
export IMPL_drt_iter0_markers=1052
export IMPL_max_freq_mhz=265.7
export IMPL_place_congestion=0.8102
export IMPL_clk_insertion_delay_late_ns=0.58
export IMPL_firstDrtPassIters=5
export IMPL_grt_pass1_wl_microns=92510
export IMPL_htree_levels=1
export IMPL_dr_total_vias=13130
export IMPL_antenna_found_initial=20
export IMPL_top_area_share_pct=40.97
export IMPL_wirelength_microns=64550
export IMPL_r2r_worst_path_cells=4
export IMPL_whs_endpoint="StateW[0]$_DFF_P_"
export IMPL_ctsLongestPathBuffers=3
export IMPL_status="completed"
export IMPL_cts_resized=0
export IMPL_yosys_stat_seqShare_pct=40.97
export IMPL_worstPathMaxFanout=34
export IMPL_hold_path_class="reg -> reg"
export IMPL_hpwl_microns=48100
export IMPL_async_flop_share_pct=0
export IMPL_critPathArrivalTime_ns=2.78
export IMPL_finalHoldViolCount=0
export IMPL_fin_ws_ns=1.136
export IMPL_place_area_sq_um=20160
export IMPL_path_clk_slew_ns=0.06
export IMPL_pre_cts_slack_ns=1.269
export IMPL_finalCritPeriodShare_pct=76.82
export IMPL_yosys_warnings=1
export IMPL_ff_type="dfxtp_1"
export IMPL_tool_warnings=31
export IMPL_area_growth_pct=61.83
export IMPL_setup_viol=0
export IMPL_drive_above_1_share_pct=18.76
export IMPL_final_cell_area_sq_um=21190
export IMPL_remaining_drc_errors=0
export IMPL_ant_nets=0
export IMPL_die_area_sq_um=92420
export IMPL_maxSlewViolCount=0
export IMPL_placement_io_buffers=647
export IMPL_holdWs_ns=0.4516
export IMPL_cts_sinks=268
export IMPL_hp_start="StateW[0]$_DFF_P_"
export IMPL_holdBufCountCts=0
export IMPL_rsz0062_at_grt="false"
export IMPL_power_density_nw_per_um2=249.2
export IMPL_gr_total_overflow=0
export IMPL_netlist_area_sq_um=13100
export IMPL_edf_count=0
export IMPL_yosys_area_sq_um=13100
export IMPL_syn_area_per_cell_sq_um=8.872
export IMPL_min_path_cells=2
export IMPL_r2r_end="Line[203]$_SDFFE_PP0P_"
export IMPL_top_cell="a21oi_1"
export IMPL_grt_max_degree=126
export IMPL_top_cells_by_count="292 x a21oi_1, 268 x dfxtp_1, 256 x a21bo_2, 256 x nand3_1, 128 x a22oi_1"
export IMPL_yosys_cells=1476
export IMPL_fp_dieH_microns=304
export IMPL_ioPinCount=712
export IMPL_top_cells_by_area="dfxtp_1 41%, a21bo_2 20%, a21oi_1 11%"
export IMPL_groute_usage_overall_pct=13.35
export IMPL_reg2reg_from="StateR[4]$_DFF_P_"
export IMPL_worstMarginPinSlew_ns=0.9266
export IMPL_cts_buffers_inserted=30
export IMPL_viasPerCell=4.296
export IMPL_finalSetupTns_ns=0
export IMPL_cts_root_buf="clkbuf_16"
export IMPL_core_area_sq_um=80290
export IMPL_reg2reg_setup_slack_ns=2.57
export IMPL_cts_setup_buffers=0
export IMPL_cts_tree="yes"
export IMPL_wl_per_cell_microns=21.11
export IMPL_row_count=104
export IMPL_grt_pass1_vias=12820
export IMPL_drv_cap=0
export IMPL_ys_flops=268
export IMPL_period_needed_ns=3.764
export IMPL_skew_ns=0.02336
export IMPL_fill_cells=8629
export IMPL_required_ns=3.92
export IMPL_finish_utilization_pct=26.39
export IMPL_syn_inst=1476
export IMPL_leakage_nw=6.910
export IMPL_slew_headroom_pct=38.23
export IMPL_cp_end_kind="output pin"
export IMPL_fp_util_pct=16.31
export IMPL_ir_drop_uv=251.5
export IMPL_die_w_microns=304
export IMPL_synth_cell_types=20
export IMPL_largest_area_cell="dfxtp_1"
export IMPL_critPathLaunchType="flip-flop"
export IMPL_criticalPathCategory="reg -> out"
report_power, final:
group | switching [mW] | leakage [nW] | internal [mW]
Sequential | 0.0314 | 2.17 | 2.21
Clock | 0.993 | 0.499 | 1.33
Combinational | 0.328 | 4.24 | 0.389
Total | 1.35 | 6.91 | 3.93
kinds of logic (layout without fill, tap and decap cells):
group	Yosys count	count (layout)	share of synthesized area, %
flip-flops	268	268	40.97
AND-OR/OR-AND	709	709	40.36
AND/OR/NAND/NOR	275	275	10.44
buffers and inverters	218	730	7.768
other	0	9	0
multiplexers	6	6	0.4586
state kept, by name, summed over array words and instances, names as in the netlist:
name,flops
StateW,6
StateR,6
Line,256
per-layer routing:
metal / vias up / part of all wire, % / global-route usage [%]
li1: 6371 / - / -
met1: 6110 / 38 / 15.50
met2: 521 / 47 / 21.33
met3: 119 / 11 / 5.990
met4: 12 / 4.3 / 5.237
met5: - / 0.13 / 0
through the flow:
stage	std cells	total power, mW
after floorplan	1476	2.548
after global placement	2993	3.018
after detailed placement	2993	3.019
after CTS	3048	5.385
after global routing	3054	5.499
final	3057	5.281
worst max-delay path, cell delays in order (launching register included):
cell	delay, ns
dfxtp_2	0.64
buf_4	0.48
a22oi_1	0.39
a21oi_2	0.21
clkdlybuf4s50_1	0.48
layout by cell type, fill, tap and decap left out:
cell type / instances
buf_12: 4
inv_6: 2
o41ai_4: 1
clkbuf_16: 32
o21ai_0: 2
nand2b_1: 2
mux2i_1: 6
nand3_1: 256
nor2_1: 10
dfxtp_1: 260
or2_2: 1
buf_4: 22
dfxtp_4: 4
clkinv_2: 3
a22oi_1: 128
clkbuf_8: 9
inv_1: 2
a21bo_2: 256
buf_8: 2
clkbuf_1: 6
a21oi_2: 30
diode_2: 9
nand2_1: 4
dfxtp_2: 4
clkinv_4: 3
or4_1: 2
a21oi_1: 292
clkdlybuf4s50_1: 645
cell type report:
type / instances / area, sq um / share of cell area, %
antenna: 9 / 22.52 / 0.1063
clock buffer: 47 / 947.2 / 4.469
clock inverter: 8 / 58.81 / 0.2775
inverter: 2 / 7.507 / 0.03543
multi-input combinational: 990 / 6713 / 31.68
sequential: 268 / 5385 / 25.41
tap: 1060 / 1326 / 6.258
timing repair buffer: 673 / 6731 / 31.76
worst max path at each step:
stage,depth (start not counted),slack [ns],end,from
after CTS,4,1.03,burst_o[9],StateW[2]$_DFF_P_
after global routing,4,1.01,burst_o[26],StateW[2]$_DFF_P_
final,4,1.14,burst_o[9],StateW[2]$_DFF_P_
No activity file was given, so power comes from the tool's default toggle rates.
