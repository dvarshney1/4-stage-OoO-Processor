### flow/config.mk
export PLATFORM = sky130hd
export DESIGN_NAME = arbiter
export DESIGN_NICKNAME = arbiter
export VERILOG_FILES = /design/flow/design.v
export SDC_FILE = /design/flow/constraint.sdc
export NUM_CORES = 4
export LEC_CHECK = 1
export CORE_AREA = 10 10 530 530
export DIE_AREA = 0 0 540 540
### flow/constraint.sdc
current_design arbiter

set clk_period 10.6
set clk_io_pct 0.2

create_clock -name clk0 -period $clk_period [get_ports {clk}]

set non_clock_inputs [all_inputs -no_clocks]
set_input_delay [expr $clk_period * $clk_io_pct] -clock clk0 $non_clock_inputs
set_output_delay [expr $clk_period * $clk_io_pct] -clock clk0 [all_outputs]
### flow/design.v
package pcmux;
typedef enum bit [1:0] {
    pc_plus4  = 2'b00
    ,alu_out  = 2'b01
    ,alu_mod2 = 2'b10
} pcmux_sel_t;
endpackage
package marmux;
typedef enum bit {
    pc_out = 1'b0
    ,alu_out = 1'b1
} marmux_sel_t;
endpackage
package cmpmux;
typedef enum bit {
    rs2_out = 1'b0
    ,i_imm = 1'b1
} cmpmux_sel_t;
endpackage
package alumux;
typedef enum bit {
    rs1_out = 1'b0
    ,pc_out = 1'b1
} alumux1_sel_t;
typedef enum bit [2:0] {
    i_imm    = 3'b000
    ,u_imm   = 3'b001
    ,b_imm   = 3'b010
    ,s_imm   = 3'b011
    ,j_imm   = 3'b100
    ,rs2_out = 3'b101
} alumux2_sel_t;
endpackage
package regfilemux;
typedef enum bit [3:0] {
    alu_out   = 4'b0000
    ,br_en    = 4'b0001
    ,u_imm    = 4'b0010
    ,lw       = 4'b0011
    ,pc_plus4 = 4'b0100
    ,lb        = 4'b0101
    ,lbu       = 4'b0110   
    ,lh        = 4'b0111
    ,lhu       = 4'b1000   
} regfilemux_sel_t;
endpackage
interface rvfi_itf(input clk, input rst);
    logic halt;
    logic commit;
    logic [63:0] order;
    logic [31:0] inst;
    logic trap;
    logic [4:0] rs1_addr;
    logic [4:0] rs2_addr;
    logic [31:0] rs1_rdata;
    logic [31:0] rs2_rdata;
    logic load_regfile;
    logic [4:0] rd_addr;
    logic [31:0] rd_wdata;
    logic [31:0] pc_rdata;
    logic [31:0] pc_wdata;
    logic [31:0] mem_addr;
    logic [3:0] mem_rmask;
    logic [3:0] mem_wmask;
    logic [31:0] mem_rdata;
    logic [31:0] mem_wdata;
    logic [15:0] errcode;
endinterface
module arbiter (
  input clk,
  input rst,
  input logic pmem_i_read,
  input  logic [31:0] pmem_i_address,
  output logic [255:0] pmem_i_rdata,
  output logic pmem_i_resp,
  input logic pmem_d_read,
  input logic pmem_d_write,
  input logic [255:0] pmem_d_wdata,
  input logic [31:0] pmem_d_address,
  output logic[255:0]pmem_d_rdata,
  output logic pmem_d_resp,
  output logic arbiter_read,
  output logic arbiter_write,
  output logic [255:0] arbiter_wdata_256,
  output logic [31:0] arbiter_address,
  input logic [255:0] arbiter_rdata_256,
  input logic arbiter_resp
  );
  logic mux_, next_mux;
  always_comb begin
    next_mux = mux_;
    if(~arbiter_read && ~arbiter_write)begin
      if(pmem_d_read || pmem_d_write)
        next_mux = 1;
      else
        next_mux = 0;
    end
  end
  assign pmem_i_resp = ~mux_ ? arbiter_resp : 1'b0;
  assign pmem_d_resp = ~mux_ ?  1'b0 : arbiter_resp;
  assign arbiter_read = ~mux_ ? pmem_i_read : pmem_d_read;
  assign arbiter_write = ~mux_ ? 1'b0 : pmem_d_write;
  assign arbiter_wdata_256 = ~mux_ ? '0 : pmem_d_wdata;
  assign arbiter_address = ~mux_ ? pmem_i_address : pmem_d_address;
  assign pmem_i_rdata = arbiter_rdata_256;
  assign pmem_d_rdata = arbiter_rdata_256;
  always_ff @ (posedge clk) begin
    if (rst)
      mux_ <= 0;
    else
      mux_ <= next_mux;
  end
endmodule : arbiter
### flow/run.sh
#!/bin/bash
# OpenROAD 26Q1-2900-gdf79404cd8, Yosys 0.63+post, stock flow scripts
make -C /OpenROAD-flow-scripts/flow DESIGN_CONFIG=/design/flow/config.mk WORK_HOME=/design/flow/orfs finish
==> results.json <==
{
  "antenna_left": 0,
  "grt_pass1_vias": 6610,
  "hold-worst-slack_ns": 0.833,
  "end_kind": "primary output",
  "slew_viol_final": 0,
  "antenna_found_initial": 192,
  "via_per_inst": 1.56,
  "yosysWarnings": 1,
  "crit_path_frequent_cell": "clkdlybuf4s50_1",
  "cts_setup_buffers": 0,
  "power_leakage_nw": 3.21,
  "synthMostInstantiatedCell": "buf_4",
  "die-area_mm2": 0.292,
  "routed_wl_um": 220000,
  "cpPeakStageDelay_ns": 0.99,
  "setup_violations": 0,
  "warning_count": 28,
  "syn-instance-count": 840,
  "postCtsHoldBufs": 0,
  "post_cts_resize_count": 0,
  "fin_util_pct": 4.75,
  "place_congestion": 0.748,
  "path_class": "input port to primary output",
  "fin_crit_sh_pct": 55.2,
  "stdcell_count": 4499,
  "fmax_mhz": 171,
  "layout-drive-gt1-share_pct": 4.14,
  "ir_worst_vdd_uv": 9.94,
  "hp-class": "flip-flop to flip-flop",
  "top_cells_by_count": "buf_4 (512), and2_1 (258), mux2_2 (32)",
  "edf_count": 0,
  "wl_per_cell_um": 48.9,
  "cp-start-kind": "input port",
  "crit_chain": "clkdlybuf4s50_1 > and2_1 > clkdlybuf4s50_1",
  "grt_pass1_wl_um": 240000,
  "status": "finished clean",
  "post-route-min-period_ns": 5.85,
  "path_buffers": 2,
  "grt_max_degree": 77,
  "reg_top3": "mux_: 1 flops",
  "worst_slew_pin_slew_ns": 0.782,
  "drc": 0,
  "syn_area_per_cell_um2": 7.17,
  "place_inst": 4470,
  "worstPathArrival_ns": 3.73,
  "first_iter_violations": 176,
  "nFillCells": 31842,
  "yosys_area_mm2": 0.00603,
  "io_pins": 1386,
  "syn-cell-area_mm2": 0.00603,
  "synth.ff_latch_count": 1,
  "skew_ns": 0,
  "synth_top_area_share_pct": 63.8,
  "rsz0062_at_grt": "no",
  "ys_cells": 840,
  "firstDrtPassIters": 4,
  "synth_top_cell_by_area": "buf_4",
  "dp_hpwl_um": 214000,
  "syn_to_final_growth_pct": 112,
  "synth_seq_share_pct": 0.332,
  "flop_cell": "dfxtp_1",
  "track_usage_pct": 14.6,
  "fin_setup_tns_ns": 0,
  "dr_total_vias": 7004,
  "cp.required_ns": 8.48,
  "num_rows": 190,
  "pwr_density_cell_mw_per_mm2": 30.7,
  "fp.dieW_um": 540,
  "hold_violations": 0,
  "relSlewSlack_pct": 47.7,
  "overflow": 0,
  "io_buffers": 617,
  "crit_fanout": 2,
  "die_h_um": 540,
  "initial_utilization_pct": 2.24,
  "core_area_mm2": 0.269,
  "cp_top_family": "buffers and inverters",
  "async_flop_share_pct": 0,
  "path_clk_slew_ns": 0,
  "largest_register": "mux_",
  "max-cap-violations": 0,
  "insertion_delay_ns": 0,
  "largest_reg_flops": 1,
  "synth.distinct_cells": 12,
  "worst_path_max_delay_cell": "clkdlybuf4s50_1",
  "topCellsByArea": "buf_4 (64%), and2_1 (27%), mux2_2 (6.0%)"
}
[worst reg2reg max path, stage by stage, from the launching register on]
cell and delay [ns]:
dfxtp_4 0.60, nor2b_1 0.14, nor3_1 0.20
[power breakdown]
part           switching (W)  leakage [nW]     internal, W
registers         0.00000308       0.00892      0.00000406
logic               0.000159          3.21        0.000225
clock network              0      0.000184  0.000000000389
total               0.000162          3.21        0.000229
[through the flow]
step	instance area (um2)	power, W	worst slack, ns
after floorplan	6030	0.000165	6.12
after global placement	12700	0.000411	4.70
after detailed placement	12700	0.000411	4.71
after CTS	12700	0.000415	4.70
after global routing	12700	0.000421	4.69
final	12800	0.000392	4.75
[routing by layer]
| layer | global-route usage [%] | share of wire (%) | up-vias |
|---|---|---|---|
| met1 | 11.0 | 26 | 2788 |
| met5 | 1.06 | 0.61 | - |
| li1 | - | - | 2216 |
| met3 | 24.0 | 34 | 273 |
| met2 | 19.9 | 38 | 1579 |
| met4 | 1.06 | 1.2 | 148 |
[cell families (layout without fill, tap and decap cells)]
group | count (synthesis) | count (layout) | share of synthesized area (%)
buffers and inverters | 544 | 622 | 66.4
and+or+nand+nor | 262 | 262 | 27.1
muxes | 32 | 32 | 5.98
AOI/OAI and AO/OA | 1 | 1 | 0.125
DFF | 1 | 1 | 0.332
other | 0 | 29 | 0
[cells in the final DEF, fill, tap and decap left out]
cell type,count
nor3_1,1
nor2_1,1
and2_1,258
dfxtp_4,1
a21o_1,1
buf_4,5
mux2_2,32
nor2b_1,2
clkdlybuf4s50_1,617
diode_2,29
[final timing paths]
path | startpoint | end | slack, ns | cells after the start
hold / removal | mux_ | mux_ | 0.83 | 2
hold reg to reg | mux_ | mux_ | 0.83 | 2
setup / recovery | pmem_d_wdata[93] | arbiter_wdata_256[93] | 4.75 | 3
setup reg to reg | mux_ | mux_ | 9.56 | 2
[layout make-up]
type                       count  area [um2]  share of cell area (%)
tap                         3552        4440                    34.8
multi-input combinational    295        2000                    15.7
antenna                       29        72.6                   0.569
sequential                     1        23.8                   0.186
timing repair buffer         622        6210                    48.7
Power figures rest on the tool's default switching activity, not on a simulated workload.
