## flow/design.v

```verilog
package pcmux;
typedef enum bit [1:0] {
    pc_plus4  = 2'b00
    ,alu_out  = 2'b01
    ,alu_mod2 = 2'b10
} pcmux_sel_t;
endpackage
package marmux;
typedef enum bit {
    pc_out = 1'b0
    ,alu_out = 1'b1
} marmux_sel_t;
endpackage
package cmpmux;
typedef enum bit {
    rs2_out = 1'b0
    ,i_imm = 1'b1
} cmpmux_sel_t;
endpackage
package alumux;
typedef enum bit {
    rs1_out = 1'b0
    ,pc_out = 1'b1
} alumux1_sel_t;
typedef enum bit [2:0] {
    i_imm    = 3'b000
    ,u_imm   = 3'b001
    ,b_imm   = 3'b010
    ,s_imm   = 3'b011
    ,j_imm   = 3'b100
    ,rs2_out = 3'b101
} alumux2_sel_t;
endpackage
package regfilemux;
typedef enum bit [3:0] {
    alu_out   = 4'b0000
    ,br_en    = 4'b0001
    ,u_imm    = 4'b0010
    ,lw       = 4'b0011
    ,pc_plus4 = 4'b0100
    ,lb        = 4'b0101
    ,lbu       = 4'b0110   
    ,lh        = 4'b0111
    ,lhu       = 4'b1000   
} regfilemux_sel_t;
endpackage
interface rvfi_itf(input clk, input rst);
    logic halt;
    logic commit;
    logic [63:0] order;
    logic [31:0] inst;
    logic trap;
    logic [4:0] rs1_addr;
    logic [4:0] rs2_addr;
    logic [31:0] rs1_rdata;
    logic [31:0] rs2_rdata;
    logic load_regfile;
    logic [4:0] rd_addr;
    logic [31:0] rd_wdata;
    logic [31:0] pc_rdata;
    logic [31:0] pc_wdata;
    logic [31:0] mem_addr;
    logic [3:0] mem_rmask;
    logic [3:0] mem_wmask;
    logic [31:0] mem_rdata;
    logic [31:0] mem_wdata;
    logic [15:0] errcode;
endinterface
module regfile  #(parameter rob_index_bits = 4)
(
    input clk,
    input rst,
    input [31:0] regdata_wb,
    input [31:0] regdata_dec,
    input [4:0] regidx_wb,
    input [4:0] regidx_dec,
    input load_reg_wb, 
    input load_reg_dec,
    input [4:0] rs1_dec, rs2_dec,
    input logic [rob_index_bits-1:0] rob_head, 
    output logic [31:0] rs1_out, rs2_out,
    output logic rs1_v, rs2_v
);
logic [31:0] data [32];
logic [rob_index_bits-1:0] robidx[32]; 
logic [31:0] v;
always_ff @(posedge clk)
begin
    if (rst)
    begin
        for (int i=0; i<32; i=i+1) begin
            data[i] <= '0;
            robidx[i] <= '0;
            v[i] <= 1;
        end
    end
    else 
    begin
        if (load_reg_dec && regidx_dec) begin
            robidx[regidx_dec] <= regdata_dec;
            v[regidx_dec] <= 0;
        end
        if (load_reg_wb && regidx_wb) begin
            data[regidx_wb] <= regdata_wb;
            if(~(regidx_dec == regidx_wb && load_reg_dec && regidx_dec) && robidx[regidx_wb] == rob_head)
                v[regidx_wb] <= 1;
        end
    end
end
always_comb
begin
    rs1_out = v[rs1_dec] ? data[rs1_dec] : robidx[rs1_dec];
    rs2_out = v[rs2_dec] ? data[rs2_dec] : robidx[rs2_dec];
    rs1_v = v[rs1_dec];
    rs2_v = v[rs2_dec];
end
endmodule : regfile
```

## flow/run.sh

```bash
#!/bin/bash
# OpenROAD 26Q1-2900-gdf79404cd8, Yosys 0.63+post, stock flow scripts
make -C /OpenROAD-flow-scripts/flow DESIGN_CONFIG=/design/flow/config.mk WORK_HOME=/design/flow/orfs finish
```

## flow/config.mk

```make
export PLATFORM = sky130hd
export DESIGN_NAME = regfile
export DESIGN_NICKNAME = regfile
export VERILOG_FILES = /design/flow/design.v
export SDC_FILE = /design/flow/constraint.sdc
export NUM_CORES = 4
export LEC_CHECK = 1
export CORE_UTILIZATION = 50
```

## flow/constraint.sdc

```tcl
current_design regfile

set clk_period 9.9
set clk_io_pct 0.2

create_clock -name clk0 -period $clk_period [get_ports {clk}]

set non_clock_inputs [all_inputs -no_clocks]
set_input_delay [expr $clk_period * $clk_io_pct] -clock clk0 $non_clock_inputs
set_output_delay [expr $clk_period * $clk_io_pct] -clock clk0 [all_outputs]
```

==> results_slide.txt <==
Synthesis and Place & Route Summary

Setup path
  – Startpoint of the worst-slack reg-to-reg timing path: robidx[0][0]$_SDFFCE_PN0P_
  – Critical path class: input pin to primary output
  – End of the worst register-to-register path: v[25]$_SDFF_PP1_
  – Worst setup SP type: input pin
  – Worst R2R Path Depth: 8
  – Worst Path Arrival: about 5.8 ns
  – CP max FO: 61
  – R2R setup slack: roughly 6.9 ns
  – Worst Path Required: between 7 and 8 ns
  – Kind of capture point of the worst setup path: primary output

GRT
  – GRT Total Usage: 37.18%
  – Number of antenna violations at the first check in global routing: 8
  – Final global-route overflow total: 0
  – First-pass GRT wire length: 300.1 mm
  – Vias in the first global route: 40,547
  – Largest net degree at the start of global routing: between 90 and 100

Clocking
  – Buffer levels on the longest clock path: 3
  – # Post-CTS Setup Buffers: 0
  – H-tree lvl count: 4
  – Worst-skew pair later-pin latency: 0.78 ns
  – PostCTS Resize Cnt: 0
  – Number of buffers created by CTS: 136
  – Cell at the root of the clock tree: sky130_fd_sc_hd__clkbuf_16
  – Clock transition at path regs: 0.06 ns
  – Clock tree from TritonCTS: built
  – Hold bufs inserted after CTS: 0
  – Sink Count: 1,184

Route
  – Vias: roughly 38,000
  – First-pass iteration count of the detailed router: 5
  – Violation tally from detailed-route iteration zero: between 2,000 and 3,000
  – Total Wirelength: 212.2 mm
  – Post-route DRC: 0
  – Number of nets still failing antenna checks after routing: 0
  – Average wire per standard cell: approximately 36 um
  – Routed vias/inst: ~6.4

Synthesis
  – Largest area contributor in the netlist: sky130_fd_sc_hd__edfxtp_1
  – Synth top cells by count: sky130_fd_sc_hd__and2_1 (1,156), sky130_fd_sc_hd__edfxtp_1 (1,152), sky130_fd_sc_hd__mux4_2 (749)
  – Share of the yosys chip area belonging to registers: approximately 54%
  – Netlist area before placement: 64,850 um^2
  – Top-area cell share: a little over half
  – Async set or reset register ratio after synthesis: 0%
  – Warnings from Yosys: 1
  – Yosys Instances: between 4,000 and 5,000
  – Number of library cell types mapped by synthesis: between 50 and 60
  – Top cells, area: sky130_fd_sc_hd__edfxtp_1 (53%), sky130_fd_sc_hd__mux4_2 (26%), sky130_fd_sc_hd__and2_1 (11%), sky130_fd_sc_hd__clkbuf_1 (1.8%), sky130_fd_sc_hd__mux2i_1 (1.7%)
  – Count of library flops with an enable pin: between 1,000 and 1,500
  – Count of mapped cells out of synthesis: about 4,100
  – YS chip area: ~65,000 um^2
  – Average instance area after synthesis: 15.77 um^2
  – Number of synthesized register bits: around 1,200
  – Cell with the most instances after synthesis: sky130_fd_sc_hd__and2_1
  – Top FF cell, synth: sky130_fd_sc_hd__edfxtp_1

Timing
  – Worst-case headroom to the max-slew limit: 34.15%
  – Minimum period implied by the final worst setup slack: between 7 and 8 ns
  – Post-Route Setup TNS: 0 ns
  – Final slew viol count: 0
  – Hold WS: 0.4833 ns
  – Setup-failing EPs final: 0
  – Final period util: 78.76%
  – Crit path setup slack, layout: ~2.1 ns
  – Top achievable clock speed: between 0.1 and 0.15 GHz
  – Unrepaired setup endpoints after global routing: no
  – Final hold violation count: 0
  – Actual slew at the worst max-slew pin: between 0.9 and 1 ns
  – Final worst clock skew: approximately 0.020 ns

Floorplan
  – Std-Cell Rows: ~130
  – Area of the die: roughly 130,000 um^2
  – Initial Util: roughly 51%
  – Overall die width: 362.1 um
  – Area of the core: roughly 130,000 um^2
  – Top-level I/O count: roughly 160
  – Die height: ~360 um

Cells and area
  – Synth-to-layout area growth: 11.56%
  – Final instance area: between 70,000 and 80,000 um^2
  – Total of fill cells in the finished design: about 10,000
  – Share of post-route cells with drive strength above 1: between 20 and 30%
  – Utilization of the core after routing: between 50% and 60%

Power and ir drop
  – Sw frac: around 25%
  – Worst vdd ir: 0.1779 mV
  – Gate power share: about an eighth
  – Sequential group share of total power: around 48%
  – Leakage power summed over all cells: approximately 24 nW
  – Int Pwr: about 9.3 mW
  – NetSw: around 3.0 mW
  – Power Density: 170.4 nW/um^2
  – Relative contribution of the clock network to total power: about 40%

Place
  – Cell area reported after detailed placement: roughly 68,000 um^2
  – HPWL reported at the end of detailed placement: 121.8 mm
  – Count of buffers from port buffering: 129
  – Pre-CTS setup slack: around 2 ns
  – RD Place Congestion: 0.9412

Hold path
  – Hold_sp: v[7]$_SDFF_PP1_
  – End point of the worst hold path: v[7]$_SDFF_PP1_
  – Number of instances on the worst hold path: 2
  – Worst Hold Class: register to register

Job
  – Maximum Capacitance Violations: 0
  – Stage-log warning count: around 63

Run status
  – Run status: finished clean
## per-layer routing
layer  GRT usage, %  part of all wire, %  wire (um)
met3          28.78                   19      39950
met2          51.37                   46      96990
met5          2.479                 0.14        287
met4          9.222                  3.3       7054
met1          48.79                   32      67900
## placed cells by master, fill, tap and decap left out, types with 41 or more instances in the layout
master and n:
sky130_fd_sc_hd__and2_1 1156, sky130_fd_sc_hd__edfxtp_1 1152, sky130_fd_sc_hd__mux4_2 749, sky130_fd_sc_hd__buf_4 148, sky130_fd_sc_hd__clkbuf_16 143, sky130_fd_sc_hd__clkdlybuf4s50_1 117, sky130_fd_sc_hd__mux2i_1 107, sky130_fd_sc_hd__nor2_1 105
sky130_fd_sc_hd__or2_2 65, sky130_fd_sc_hd__nand2_1 44, sky130_fd_sc_hd__a21oi_1 41
## metrics by stage
| stage | power, mW | std cells |
|---|---|---|
| 2_1_floorplan | 6.904 | 4113 |
| 3_3_place_gp | 7.557 | 5699 |
| 3_5_place_dp | 7.572 | 5699 |
| 4_1_cts | 12.40 | 5944 |
| 5_1_grt | 12.69 | 5944 |
| 6_report | 12.33 | 5951 |
## state kept, by name, summed over array words and instances (netlist names)
register	flops
robidx	128
v	32
data	1024
## final cells by class
cell class	instances	area (um^2)	area share (%)
flip-flops and latches	1184	35230	48.71
multi-input cells	2497	28130	38.89
clock buffers	168	3674	5.078
repair buffers	281	2532	3.501
well taps	1729	2163	2.990
clock inverters	77	555.5	0.7679
inverters	8	30.03	0.04151
diodes	7	17.52	0.02421
## power by group through the flow
stage         combinational, mW  clock (mW)  sequential, mW
CTS                        1.58        4.92            5.89
global route               1.67        5.10            5.92
finish                     1.59        4.85            5.89
## cells by family after synthesis
group	share of synthesized area (%)
flops	54.33
buf+inv	2.690
xor+xnor	0.1756
mux	27.79
fa+ha+maj	0.2508
simple gates	13.61
compound gates	1.150
## how the worst max path moves through the flow
stage / from / end / slack, ns
after CTS: rs2_dec[0] / rs2_out[17] / 2.04
after global routing: rs2_dec[0] / rs2_out[26] / 1.84
final: rs2_dec[0] / rs2_out[26] / 2.10
## worst max-delay path, cell delays in order
cell,delay (ns)
sky130_fd_sc_hd__buf_8,0.39
sky130_fd_sc_hd__buf_4,0.69
sky130_fd_sc_hd__buf_12,0.46
sky130_fd_sc_hd__mux4_2,0.60
sky130_fd_sc_hd__mux4_2,0.58
sky130_fd_sc_hd__mux2i_1,0.29
sky130_fd_sc_hd__nor2_1,0.07
sky130_fd_sc_hd__clkdlybuf4s50_1,0.42
Power is estimated from default activity; no workload was simulated.
